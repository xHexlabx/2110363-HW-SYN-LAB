File: /design/flow/design.v
module controller (
    input wire rst ,
    input wire clk ,
    output reg [3 : 0] an ,
    output reg selector
);
    reg [17 : 0] counter ;
    initial begin
        counter = 18'd0;
        an = 4'b1111;
        selector = 1'b0;
    end
    always @(posedge clk) begin
        if (rst) begin
            an <= 4'b1111;
            selector <= 1'b0;
            counter <= 18'd0;
        end else begin
            if (counter[17] == 0) begin
                an <= 4'b1110;  
                selector <= 1'b0;
            end
            else begin
                an <= 4'b1101;  
                selector <= 1'b1;
            end
            counter <= counter + 1;
        end
    end
endmodule
module multiplexer (
    input  wire [3:0] in_0 ,
    input  wire [3:0] in_1 ,
    input  wire selector,
    output wire [3:0] data_out
);
    assign data_out = selector ? in_1 : in_0;
endmodule
module seven_segment_decoder (
    input  wire [3:0] data_in,
    output reg  [7:0] segments
);
    always @(*) begin
        case (data_in)
            4'b0000: segments = 8'b11000000;  
            4'b0001: segments = 8'b11111001;  
            4'b0010: segments = 8'b10100100;  
            4'b0011: segments = 8'b10110000;  
            4'b0100: segments = 8'b10011001;  
            4'b0101: segments = 8'b10010010;  
            4'b0110: segments = 8'b10000010;  
            4'b0111: segments = 8'b11111000;  
            4'b1000: segments = 8'b10000000;  
            4'b1001: segments = 8'b10010000;  
            4'b1010: segments = 8'b10001000;  
            4'b1011: segments = 8'b10000011;  
            4'b1100: segments = 8'b11000110;  
            4'b1101: segments = 8'b10100001;  
            4'b1110: segments = 8'b10000110;  
            4'b1111: segments = 8'b10001110;  
            default: segments = 8'b11111111;  
        endcase
    end
endmodule
module system (
    input wire [7 : 0] sw ,
    input wire rst ,
    input wire clk ,
    output wire [3 : 0] an ,
    output wire [7 : 0] segments
);
    wire selector ;
    wire [3 : 0] data_out;
    controller controller_inst (
        .rst(rst),
        .clk(clk),
        .an(an),
        .selector(selector)
    );
    multiplexer multiplexer_inst (
        .in_0(sw[3:0]),
        .in_1(sw[7:4]),
        .selector(selector),
        .data_out(data_out)
    );
    seven_segment_decoder seven_segment_decoder_inst (
        .data_in(data_out),
        .segments(segments)
    );
endmodule
File: /design/flow/run.sh
#!/bin/bash
# OpenROAD 26Q1-2900-gdf79404cd8, Yosys 0.63+post, stock flow scripts
make -C /OpenROAD-flow-scripts/flow DESIGN_CONFIG=/design/flow/config.mk WORK_HOME=/design/flow/orfs finish
File: /design/flow/config.mk
export PLATFORM = sky130hd
export DESIGN_NAME = system
export DESIGN_NICKNAME = system
export VERILOG_FILES = /design/flow/design.v
export SDC_FILE = /design/flow/constraint.sdc
export NUM_CORES = 4
export LEC_CHECK = 1
export CORE_AREA = 10 10 84 84
export DIE_AREA = 0 0 94 94
export SYNTH_HDL_FRONTEND = slang
File: /design/flow/constraint.sdc
current_design system

set clk_period 3.1
set clk_io_pct 0.2

create_clock -name clk0 -period $clk_period [get_ports {clk}]

set non_clock_inputs [all_inputs -no_clocks]
set_input_delay [expr $clk_period * $clk_io_pct] -clock clk0 $non_clock_inputs
set_output_delay [expr $clk_period * $clk_io_pct] -clock clk0 [all_outputs]
==> impl_metrics.tcl <==
# place-and-route summary
set metrics [dict create \
    status "finished, final reports clean" \
    layout.cells.non_filler 224 \
    rr_startpoint "controller_inst.counter[2]" \
    drtIter0Drc 71 \
    dp_worst_setup_slack_ns -0.0690 \
    fillers 556 \
    final_antenna_net_count 0 \
    ys_cells 131 \
    top_area_share_pct 36.9 \
    yosysMostFrequentCell "dfxtp_1" \
    slew_headroom_pct 56.9 \
    ys_seq_share_pct 36.9 \
    post-cts-setup-buffers 0 \
    power_density_nw_per_um2 348 \
    grt_pass1_vias 809 \
    clk_latency_ns 0.25 \
    ir_drop_mv 0.180 \
    die_x_um 94 \
    cts_tree "built" \
    rsz0062_at_grt "no" \
    skew_ns 0.00204 \
    path_clk_slew_ns 0.07 \
    power_uw 525 \
    tightest_slew_ns 0.644 \
    synthArstFlopShare_pct 0 \
    netlist_instances 131 \
    crit_type "input port to output port" \
    slew_viol_final 0 \
    drc 0 \
    grt_max_degree 20 \
    setup.worst_path.end_class "output port" \
    vias_per_cell 4.12 \
    clock.fmax_ghz 0.329 \
    hold_path.class "flop to flop" \
    tns_ns 0 \
    core_area_um2 5200 \
    cts_buffer_depth 2 \
    grt_overflow 0 \
    cts_buffers 3 \
    ys_ff 21 \
    combGateArea_um2 684 \
    openroad.warnings 30 \
    rows 26 \
    grtUsageTotal_pct 4.86 \
    vias 922 \
    final-hold-violation-count 0 \
    fin_crit_ns 3.04 \
    regArea_um2 420 \
    wl_per_cell_um 10.2 \
    maxCapViolCount 0 \
    reg2reg_slack_ns 1.38 \
    die_area_um2 8840 \
    synth.top_cells.by_count "21 x dfxtp_1, 15 x nor2_1, 9 x nand3_1" \
    dpl.cell_count 220 \
    avgSynthCellArea_um2 8.70 \
    grt_antenna_before_repair 0 \
    yosysTopAreaCell "dfxtp_1" \
    holdBufCountCts 0 \
    cp-start-kind "input port" \
    htree_levels 1 \
    cp.arrival_ns 2.42 \
    drive_gt1_share_pct 15.6 \
    io-pin-count 22 \
    fin_ws_ns 0.0611 \
    critPathLaunch "sw[0]" \
    cts_sinks 21 \
    synth.distinct_cells 36 \
    n_antenna_cell 0 \
    dpl.hpwl_mm 1.70 \
    setup_violations 0 \
    routed_wl_mm 2.29 \
    ys_warn_count 0 \
    worstHoldStart "controller_inst.counter[17]" \
    synth_area_um2 1140 \
    die_h_um 94 \
    leakagePower_uw 0.000576 \
    crit_required_ns 2.48 \
    dr.pass1.iters 4 \
    edf_count 0 \
    syn_to_final_growth_pct 32.3 \
    fp-utilization_pct 21.9 \
    path_max_fanout 4 \
    synthFlopType "dfxtp_1" \
    period_used_pct 98.0 \
    grt_pass1_wl_mm 3.63 \
    numPortBuffers 18 \
    whs_ns 0.449 \
    gp_congestion 0.790 \
    yosys-stat-area_um2 1140 \
    topCellsByArea "dfxtp_1 37%, ha_1 7.7%, xor2_1 6.1%, mux2i_1 5.3%, nor2_1 4.9%" \
    root_buffer "clkbuf_8" \
]
logic make-up (layout without fill, tap and decap cells):
logic type      after synthesis  after routing  synth area share (%)
xor+xnor                     11             11                  8.45
fa+ha+maj                     7              7                  7.68
flops                        21             21                  36.9
mux                           7              7                  7.24
other cells                   1              3                 0.329
simple gates                 51             51                  23.6
buf+inv                      15             36                  6.69
compound gates               18             18                  9.11
layer usage:
metal / global-route usage [%] / vias to the layer above / wire length (um)
met5: 0 / - / 0
met4: 0.633 / 0 / 32
met3: 1.94 / 2 / 181
met2: 7.72 / 26 / 954
met1: 6.26 / 401 / 1120
li1: - / 493 / -
layout make-up:
class	count	share of cell area (%)
flip-flops and latches	21	27.9
well taps	70	5.81
multi-input cells	97	45.4
clock buffers	4	2.99
repair buffers	26	16.4
inverters	6	1.49
report_power, final:
group	switching (uW)	internal, uW	total [uW]
logic	29.1	47.1	76.2
registers	3.75	274	277
clock network	80.3	91.3	172
total	113	412	525
per-stage QoR:
stage,instance area (um^2),util [%]
global placement,1420,27.3
finish,1510,29.0
floorplan,1150,-
CTS,1480,28.5
detailed placement,1420,27.3
global route,1510,29.0
final timing paths:
kind,end,cells after the start
min,controller_inst.an[1],1
max,segments[3],6
max reg2reg,controller_inst.counter[17],4
min reg2reg,controller_inst.an[1],1
state kept, by name, summed over array words and instances (netlist names):
| name | flops |
|---|---|
| controller_inst.an | 2 |
| controller_inst.counter | 18 |
| controller_inst.selector | 1 |
repair_timing:
| action | in CTS | in global routing |
|---|---|---|
| resized | 7 | 6 |
| setup endpoints to repair | 4 | 4 |
| pin swaps | 0 | 0 |
placed cells by master (no fill, tap or decap), types with 5 or more instances in the layout:
| master | instances |
|---|---|
| xor2_1 | 8 |
| a21oi_1 | 7 |
| clkdlybuf4s50_1 | 15 |
| o21ai_0 | 5 |
| ha_1 | 5 |
| nand3_1 | 9 |
| nor2_1 | 15 |
| nand2_1 | 5 |
| buf_4 | 7 |
| dfxtp_1 | 21 |
critical path, cell delays in order:
cell	delay, ns
clkdlybuf4s50_1	0.42
mux2i_2	0.23
inv_2	0.11
ha_4	0.18
mux4_2	0.45
clkdlybuf4s50_1	0.42
