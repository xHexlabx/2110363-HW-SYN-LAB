==> flow/design.v <==
module half_adder (
    input wire [3 : 0] a ,
    input wire [3 : 0] b ,
    output wire [3 : 0] sum ,
    output wire cout 
);
assign {cout , sum} = a + b ;
endmodule
==> flow/run.sh <==
#!/bin/bash
# OpenROAD 26Q1-2900-gdf79404cd8, Yosys 0.63+post, stock flow scripts
make -C /OpenROAD-flow-scripts/flow DESIGN_CONFIG=/design/flow/config.mk WORK_HOME=/design/flow/orfs finish
==> flow/config.mk <==
export PLATFORM = sky130hd
export DESIGN_NAME = half_adder
export DESIGN_NICKNAME = half_adder
export VERILOG_FILES = /design/flow/design.v
export SDC_FILE = /design/flow/constraint.sdc
export NUM_CORES = 4
export LEC_CHECK = 1
export CORE_AREA = 10 10 70 70
export DIE_AREA = 0 0 80 80
export SYNTH_HDL_FRONTEND = slang
==> flow/constraint.sdc <==
current_design half_adder

set clk_period 1.9
set clk_io_pct 0.2

create_clock -name clk0 -period $clk_period

set non_clock_inputs [all_inputs -no_clocks]
set_input_delay [expr $clk_period * $clk_io_pct] -clock clk0 $non_clock_inputs
set_output_delay [expr $clk_period * $clk_io_pct] -clock clk0 [all_outputs]
==> impl_summary.log <==
[flow] collecting metrics
INFO  metric outcome = complete, no violations
INFO  metric place.port_buffers = 13
INFO  metric critPathCaptureType = primary output
INFO  metric num-clock-buffers = 0
INFO  metric timing_worst_setup_path_type = input pin to primary output
INFO  metric arrival = 1440 ps
INFO  metric floorplan.core_area = ~3400 sq um
INFO  metric synth-seq-area-share = 0%
INFO  metric setup_violations = 0
INFO  metric crit_path_top_delay_cell = fa_2
INFO  metric period_minus_slack = 1821 ps
INFO  metric ys_cells = 16
INFO  metric max-vdd-ir-drop = 0.02837 mV
INFO  metric finalHoldViolations = 0
INFO  metric warnings = 32
INFO  metric global_route.usage.total = 1.526%
INFO  metric pwr_cell_area = 225.6 nW/um^2
INFO  metric placement_rows = 21
INFO  metric synthDistinctLibCells = 9
INFO  metric drive_gt1_share = a little over two fifths
INFO  metric cp_max_fo = 2
INFO  metric min-delay-path-class = input pin to primary output
INFO  metric tns = 0 ps
INFO  metric grt.overflow.total = 0
INFO  metric num_vias = 162
INFO  metric drt.antenna.violating_nets = 0
INFO  metric first_pass_grt_wire_length = 793 um
INFO  metric areaGrowthSynthToFinish = 160.6%
INFO  metric nFlopsAndLatches = 0
INFO  metric finalClockPeriodUsage = ~96%
INFO  metric num_io_pins = 13
INFO  metric die_height = 80 um
INFO  metric syn-cell-area = between 100 and 150 sq um
INFO  metric post_synth_main_area_contributors = ha_1, fa_1, xnor2_1
INFO  metric final-max-slew-violation-count = 0
INFO  metric final_core_area_utilization = 10.40%
INFO  metric max_cap_viols = 0
INFO  metric floorplan.die.width = 80 um
INFO  metric route.detailed.drc = 0
INFO  metric postSynthCellCount = 16
INFO  metric cpPeakStageDelay = 370 ps
INFO  metric antenna_found_initial = 0
INFO  metric timing.slew.headroom = 92.43%
INFO  metric total_wire_length_after_detailed_routing = 554 um
INFO  metric chipArea = 6400 sq um
INFO  metric drt_first_iter_violations = 0
INFO  metric yosys.area.top_type_share = around 37%
INFO  metric maximum_number_of_pins_on_one_net_before_global_route_repair = 4
INFO  metric maxClockFrequency = 549.3 MHz
INFO  metric antenna-diode-count = 0
INFO  metric cp_data_required_time = 1520 ps
INFO  metric synthesis.area_per_instance = 8.524 sq um
INFO  metric initial_core_util = 3.993%
INFO  metric vias_per_cell = 2.132
INFO  metric grt_pass1_vias = 171
INFO  metric static-leakage-power = 0.1482 nW
INFO  metric synth-warning-count = 0
INFO  metric ff_latch_area = 0 sq um
INFO  metric first_pass_iters = 1
INFO  metric global_placement_routability_congestion = 0.7299
INFO  metric start_kind = input pin
INFO  metric worst_slew_pin_slew = roughly 110 ps
INFO  metric final_hold_slack = 1332 ps
INFO  metric rsz0062_at_grt = false
INFO  metric routed_wire_length_per_instance = 7.289 um
INFO  metric synth_chip_area = between 100 and 150 sq um
INFO  metric yosys.area.top_type = ha_1
INFO  metric crit_path_cell_trace = buf_4 > ha_4 > inv_2 > fa_2 > buf_6 > nor2b_4 > o21ai_1 > nand2b_1 > buf_2
layer usage:
layer	routed length [um]	GRT usage, %	vias to the layer above
met5	0	0	-
met4	0	0	0
met3	122	1.250	0
met2	190	2.327	11
met1	242	1.720	72
li1	-	-	79
cell usage after synthesis:
library cell and number:
o21ai_0 1, inv_1 4, a21oi_2 1, ha_1 4
xnor2_1 2, a21o_1 1, fa_1 1, nor2b_1 1
nand2b_1 1
cells by family (layout without fill, tap and decap cells):
| kind of cell | Yosys count | after routing | synth area share (%) |
|---|---|---|---|
| adder cells (fa/ha/maj) | 5 | 5 | 51.38 |
| buffers and inverters | 4 | 18 | 11.01 |
| AND-OR/OR-AND | 3 | 3 | 15.60 |
| AND/OR/NAND/NOR | 2 | 2 | 9.180 |
| XOR/XNOR | 2 | 2 | 12.85 |
cells in the final DEF, fill, tap and decap left out, drive strengths merged:
cell type and count:
fa 1, a21oi 1, clkdlybuf4s50 3, dlygate4sd2 4, ha 4, clkdlybuf4s15 2
nand2b 1, xnor2 2, a21o 1, buf 5, nor2b 1, o21ai 1
inv 4
worst max-delay path, delay by kind of cell:
kind	cells	cell delay (ps)
compound gates	1	50
fa+ha+maj	2	500
buf+inv	4	360
simple gates	2	150
stage by stage:
| step | instance area (sq um) | total power [mW] | instances | setup WS [ps] |
|---|---|---|---|---|
| after floorplan | 136.4 | 0.02541 | 16 | 349.5 |
| after global placement | 324.1 | 0.08006 | 75 | -731.7 |
| after detailed placement | 324.1 | 0.08094 | 75 | -765.8 |
| after CTS | 359.1 | 0.08435 | 76 | 4.236 |
| after global routing | 355.3 | 0.08987 | 76 | 2.553 |
| final | 355.3 | 0.08018 | 76 | 79.44 |
path summary, 6_finish.rpt:
path  startpoint  endpoint  slack, ps  cells after the start
max         b[0]      cout         80                      9
min         a[2]      cout       1330                      5
repair_timing:
action / 4_1_cts / 5_1_grt
setup buffers: 1 / 0
resized: 32 / 3
pin swaps: 5 / 4
gates cloned: 0 / 0
hold buffers: 0 / 0
endpoints found under the setup margin: 5 / 1
where the power goes:
part	switching (mW)	internal (mW)	total, mW
clock network	0	0	0
logic	0.0269	0.0533	0.0802
registers	0	0	0
total	0.0269	0.0533	0.0802
layout make-up:
type                       instances  area, sq um
timing repair buffer              14        126.4
fill                             406         3060
inverter                           4        15.01
tap                               46        57.56
multi-input combinational         12        156.4
No activity file was given, so power comes from the tool's default toggle rates.
